==> run.sh <==
#!/bin/bash
# OpenROAD 26Q1-2900-gdf79404cd8, Yosys 0.63+post, stock flow scripts
make -C /OpenROAD-flow-scripts/flow DESIGN_CONFIG=/design/flow/config.mk WORK_HOME=/design/flow/orfs finish
==> config.mk <==
export PLATFORM = sky130hd
export DESIGN_NAME = top
export DESIGN_NICKNAME = top
export VERILOG_FILES = /design/flow/design.v
export SDC_FILE = /design/flow/constraint.sdc
export NUM_CORES = 4
export LEC_CHECK = 1
export CORE_AREA = 10 10 150 150
export DIE_AREA = 0 0 160 160
export SYNTH_HDL_FRONTEND = slang
==> constraint.sdc <==
current_design top

set clk_period 3.3
set clk_io_pct 0.2

create_clock -name clk0 -period $clk_period [get_ports {clk_2}]

set non_clock_inputs [all_inputs -no_clocks]
set_input_delay [expr $clk_period * $clk_io_pct] -clock clk0 $non_clock_inputs
set_output_delay [expr $clk_period * $clk_io_pct] -clock clk0 [all_outputs]
==> design.v <==
parameter NINSTR_BITS = 32;
parameter NBITS_TOP = 8, NREGS_TOP = 32;
module top(input  logic clk_2,
           input  logic [NBITS_TOP-1:0] SWI,
           output logic [NBITS_TOP-1:0] LED,
           output logic [NBITS_TOP-1:0] SEG,
           output logic [NINSTR_BITS-1:0] lcd_instruction,
           output logic [NBITS_TOP-1:0] lcd_registrador [0:NREGS_TOP-1],
           output logic [NBITS_TOP-1:0] lcd_pc, lcd_SrcA, lcd_SrcB,
             lcd_ALUResult, lcd_Result, lcd_WriteData, lcd_ReadData, 
           output logic lcd_MemWrite, lcd_Branch, lcd_MemtoReg, lcd_RegWrite);
logic reset;
logic energia_tomada;
always_comb begin
	SEG[7] <= clk_2;
	reset <= SWI[7];
	energia_tomada <= SWI[0];
end
logic [3:0] num_falhas;
logic [3:0] carga_bateria;
logic energia_saida_noBreak;
logic indicador_energia_bateria;
logic shutdown_computador;
always_comb begin
	LED[3:0] <= num_falhas;
	LED[7:4] <= carga_bateria;
	SEG[0] <= energia_saida_noBreak;
	SEG[6] <= indicador_energia_bateria;
	SEG[3] <= shutdown_computador;
end
parameter estado0 = 0, estado1 = 1, estado2 = 2, estado3 = 3, estado4 = 4, estado5 = 5, estado6 = 6;
logic [2:0] estado_atual;
always_ff @(posedge clk_2) begin
	if(reset) begin
		num_falhas = 0;
		carga_bateria = 0;
		shutdown_computador <= 0;
	end
	else begin
		unique case (estado_atual)
			estado0: begin
					if (energia_tomada) begin estado_atual <= estado1; energia_saida_noBreak <= 1; end
					else begin
							if(carga_bateria < 3) begin shutdown_computador <= 1; estado_atual <= estado4; end 
					 		else begin estado_atual <= estado2; end
					end
				end
			estado1: if(carga_bateria < 15) begin carga_bateria = carga_bateria + 1; estado_atual <= estado0; end
					 else begin carga_bateria = 15; estado_atual <= estado0; end
			estado2: if (~energia_tomada) begin
						 if (carga_bateria >= 3) begin indicador_energia_bateria <= 1; estado_atual <= estado3; end
						 else begin shutdown_computador <= 1; energia_saida_noBreak <= 0; estado_atual <= estado0; end
					 end
					 else begin
					 	 estado_atual <= estado1; 
					 end
			estado3: if (~energia_tomada) begin
						carga_bateria = carga_bateria - 1;
						estado_atual <= estado0;
					 end
					 else begin
					 	estado_atual <= estado1;
					 end
			estado4: if(energia_tomada) begin
						if(shutdown_computador) begin
							estado_atual <= estado5;
						end
					 end
					 else begin shutdown_computador <= 1; estado_atual <= estado4; end
			estado5: if(energia_tomada) begin
						if(shutdown_computador) begin
							estado_atual <= estado6;
						end
					 end
					 else begin shutdown_computador <= 1; estado_atual <= estado4; end
			estado6: if(energia_tomada) begin
						if(shutdown_computador) begin
							shutdown_computador <= 0;
							estado_atual <= estado0;
						end
					 end
					 else begin shutdown_computador <= 1; estado_atual <= estado4; end
		endcase
	end
end
endmodule
==> qor.yml <==
cts_setup_buffers: 0
place_inst: 711
clock_skew_ns: 0.000688
warnings: 33
routed_via_density: 2.12
reg2reg_slack_ns: 1.64
syn_inst: 446
synth.avg_cell_area_um2: 7.68
finalWirelength_um: 6630
report.final.slew_viol_count: 0
post-route-util_pct: 13.3
holdBufCountCts: 0
holdCritPathClass: "flip-flop to flip-flop"
finalHoldViolations: 0
chip_area_um2: 25600
die_w_um: 160
tns_ns: 0
syn_area_um2: 3420
rsz0062_at_grt: "false"
cts_tree: "done"
cpPeakStageDelay_ns: 0.39
vias: 1522
grt.busiest_layer: "met2"
yosysChipArea_um2: 3420
worst_setup_path_end_kind: "output port"
ctsResizeCount: 0
numSynthFlops: 13
total_power_w: 0.000709
vdd_drop_max_mv: 0.276
outcome: "completed"
antenna_found_initial: 0
ioPinCount: 373
drcViolationCount: 0
drt_pass1_iterations: 4
maxCapViolCount: 0
ys_types: 31
crit_chain: "clkbuf_16, clkbuf_16, clkdlybuf4s50_1"
drive_gt1_share_pct: 2.43
layout_top_cell: "conb_1"
grt_pass1_wl_um: 9450
p_per_area_nw_per_um2: 274
drtAntennaViolNets: 0
drtIter0Drc: 53
setup_violations: 0
path_class: "clock port to output port"
core_um2: 19400
grt-ovfl-total: 0
slew_headroom_pct: 56.2
port_buffers: 9
die_h_um: 160
dp_hpwl_um: 6120
syn_to_final_growth_pct: -24.4
clk_pin_slew_worst_paths_ns: 0.04
grt_pass1_vias: 1883
tightest_slew_ns: 0.655
post_layout_nonfiller_instances: 718
fp_util_pct: 17.6
cp-start-kind: "clock port"
lay_top_cells: "357 x conb_1, 12 x dfxtp_1, 9 x nor2_1, 9 x clkdlybuf4s50_1, 8 x inv_1"
p_leak_nw: 1.52
slowest_stage: "clkdlybuf4s50_1"
grt_max_degree: 20
num_antenna_cells: 0
ys_cells: 446
cp_data_arrival_time_ns: 2.29
ys_seq_share_pct: 7.89
clk_latency_ns: 0.35
place.gp.congestion: 0.779
grt_use_met1_pct: 3.45
cpMostUsedCell: "clkbuf_16"
whs_ns: 0.507
grtUsageTotal_pct: 4.24
rows: 51
synth-warning-count: 352
crit_required_ns: 2.64
met3_usage_pct: 2.64
met2_usage_pct: 8.40
cp_max_fo: 2
wl_per_cell_um: 9.23
## area by class of cell
class	count	area (µm²)
clock buffers	8	164
fillers	2258	16800
inverters	8	30.0
multi-input cells	416	1710
flip-flops and latches	13	270
well taps	265	332
repair buffers	8	80.1
## cells by family (layout without fill, tap and decap cells)
logic type / after synthesis / in the layout / share of synthesized area, %
other: 2 / 357 / 0.219
multiplexers: 1 / 1 / 0.292
XOR/XNOR: 1 / 1 / 0.256
AND/OR/NAND/NOR: 28 / 28 / 4.20
adder cells (fa/ha/maj): 2 / 2 / 0.731
AND-OR/OR-AND: 27 / 27 / 5.37
buffers and inverters: 372 / 24 / 81.0
flip-flops: 13 / 13 / 7.89
## cells in the mapped netlist
library cell | number | share of area [%]
buf_4 | 361 | 79
dfxtp_1 | 12 | 7.0
nor2_1 | 9 | 0.99
inv_1 | 8 | 0.88
nand2_1 | 6 | 0.66
o21ai_0 | 6 | 0.88
a21oi_1 | 4 | 0.58
nor3_1 | 4 | 0.58
a22o_1 | 3 | 0.77
a31oi_1 | 3 | 0.55
buf_6 | 3 | 0.99
o22ai_1 | 3 | 0.55
a211oi_1 | 2 | 0.44
conb_1 | 2 | 0.22
ha_1 | 2 | 0.73
nand2b_1 | 2 | 0.37
nor2b_1 | 2 | 0.37
a211oi_2 | 1 | 0.37
a21oi_2 | 1 | 0.26
a22oi_1 | 1 | 0.22
a311o_1 | 1 | 0.29
and4b_1 | 1 | 0.29
edfxtp_1 | 1 | 0.88
mux2i_1 | 1 | 0.29
nand3_1 | 1 | 0.15
nor3_2 | 1 | 0.29
o31ai_1 | 1 | 0.22
o41ai_1 | 1 | 0.26
or2_2 | 1 | 0.18
or3_4 | 1 | 0.33
xor2_1 | 1 | 0.26
## flip-flops by register name (all words and copies together), names as in the netlist
| signal | count |
|---|---|
| shutdown_computador | 1 |
| carga_bateria | 4 |
| estado_atual | 7 |
| energia_saida_noBreak | 1 |
## routing by layer
metal  wire, µm  part of all wire [%]  vias to the layer above
li1           -                     -                      680
met1       2050                    31                      668
met2       3650                    55                      166
met3        865                    13                        8
met4         72                   1.1                        0
met5          0                     0                        -
## metrics by stage
step	setup slack (ns)	area, µm²
3_5_place_dp	0.623	2430
2_1_floorplan	0.892	4760
4_1_cts	0.332	2590
5_1_grt	0.320	2590
3_3_place_gp	0.623	2430
6_report	0.350	2590
## worst max-delay path: cells and delay by family
kind / cells / cell delay (ns)
buffers and inverters: 3 / 0.64
## final timing paths
kind / start / end / cells after the start
max: clk_2 / SEG[7] / 3
min: estado_atual[2] / energia_saida_noBreak / 1
max reg2reg: carga_bateria[0] / energia_saida_noBreak / 5
min reg2reg: estado_atual[2] / energia_saida_noBreak / 1
## where the power goes
part           switching, W  total (W)  leakage (nW)  internal (W)
sequential        0.0000158   0.000189         0.105      0.000173
clock             0.0000880   0.000425        0.0790      0.000337
combinational     0.0000636  0.0000954          1.33     0.0000318
No activity file was given, so power comes from the tool's default toggle rates.
